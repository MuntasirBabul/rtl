--- flow/config.mk ---
export PLATFORM = sky130hd
export DESIGN_NAME = MUX
export DESIGN_NICKNAME = MUX
export VERILOG_FILES = /design/flow/design.v
export SDC_FILE = /design/flow/constraint.sdc
export NUM_CORES = 4
export LEC_CHECK = 1
export CORE_AREA = 10 10 70 70
export DIE_AREA = 0 0 80 80
--- flow/design.v ---
module MUX #
(
    parameter WIDTH = 32
)
(
    input  logic [WIDTH-1:0]    in1,
    input  logic [WIDTH-1:0]    in2,
    input  logic                sel,
    output logic [WIDTH-1:0]    out
);
always@(*) begin 
    out = sel? in1 : in2;
end
endmodule
--- flow/run.sh ---
#!/bin/bash
# OpenROAD 26Q1-2900-gdf79404cd8, Yosys 0.63+post, stock flow scripts
make -C /OpenROAD-flow-scripts/flow DESIGN_CONFIG=/design/flow/config.mk WORK_HOME=/design/flow/orfs finish
--- flow/constraint.sdc ---
current_design MUX

set clk_period 1.0
set clk_io_pct 0.2

create_clock -name clk0 -period $clk_period

set non_clock_inputs [all_inputs -no_clocks]
set_input_delay [expr $clk_period * $clk_io_pct] -clock clk0 $non_clock_inputs
set_output_delay [expr $clk_period * $clk_io_pct] -clock clk0 [all_outputs]
==> impl_metrics.py <==
# Metrics from the implementation run
metrics = {
    "outcome": {
        "status": "finished, violations left",
        "violations": "setup timing",
    },
    "detailed_routing": {
        "drt-initial-drc-count": 3,
        "drt-pass1-iter-count": 2,
        "postRouteAntennaNets": 0,
        "drc": 0,
        "post_drt_via_cell_ratio": 3.77,
        "drt-total-wl_mm": 2.72,
        "wl_per_cell_um": 14.9,
        "vias": 690,
        "route.antenna.diode_count": 0,
    },
    "synthesis": {
        "area_leaders": "sky130_fd_sc_hd__mux2_4 (83%), sky130_fd_sc_hd__buf_12 (11%), sky130_fd_sc_hd__mux2_2 (4.1%)",
        "netlist_area_um2": 544,
        "synthAoiAreaFrac_pct": 0,
        "synth-area-yosys_um2": 544,
        "post_synth.cell_area_avg_um2": 15.1,
        "synth.cellmix.simpleShare_pct": 0,
        "fa_ha_area_share_pct": 0,
        "synth_top_area_share_pct": 82.8,
        "synth.cellmix.xorXnorShare_pct": 0,
        "top_area_cell": "sky130_fd_sc_hd__mux2_4",
        "yosysCellCount": 36,
        "synth_sequential_area_ratio_pct": 0,
        "synthCells": 36,
        "synth-warning-count": 1,
        "muxShareOfSynthArea_pct": 86.9,
        "ys_types": 4,
        "largest_logic_family": "multiplexers",
    },
    "placement": {
        "place_congestion": 0.758,
        "hpwlAfterDp_mm": 2.40,
        "port-buffer-count": 97,
        "dp_slack_ps": -499,
        "place_area_um2": 1520,
    },
    "finish": {
        "layout_cell_share_with_drive_strength_beyond_1_pct": 53.3,
        "layout_top_cell": "sky130_fd_sc_hd__dlygate4sd2_1",
        "n_clock_buffer": 0,
        "stdcell_area_um2": 1590,
        "design.seq.count": 0,
        "combinational_gate_area_um2": 480,
        "most-common-layout-cells": "sky130_fd_sc_hd__dlygate4sd2_1 (47), sky130_fd_sc_hd__mux2_4 (32), sky130_fd_sc_hd__buf_6 (21)",
        "syn_to_final_growth_pct": 191,
        "final.fill_count": 345,
        "regArea_um2": 0,
    },
    "final_timing": {
        "final_min_period_over_clock_period_pct": 117,
        "timing.final.hold_violations": 0,
        "worst_slew_margin_rel_pct": 92.6,
        "worst_tran_pin_value_ps": 111,
        "final_max_slew_viol_count": 0,
        "clock.fmax_mhz": 852,
        "period_minus_slack_ps": 1170,
        "unrepaired_setup_endpoints_after_global_routing": "true",
        "setup_viol": 32,
        "layout_setup_ws_ps": -173,
    },
    "global_routing": {
        "overflow": 0,
        "number_of_antenna_violations_at_the_first_check_in_global_routing": 0,
        "vias_in_the_first_global_route": 751,
        "grt_usage_pct": 7.64,
        "global_route_wire_length_before_repair_mm": 4.00,
        "grt_start_max_net_pins": 11,
    },
    "floorplanning": {
        "ioPinCount": 97,
        "floorplanUtilization_pct": 15.9,
        "die-width_um": 80,
        "chipHeight_um": 80,
        "design.die.area_um2": 6400,
        "fp.coreArea_um2": 3420,
        "row_count": 21,
    },
    "setup_path": {
        "critPathLaunchType": "primary input",
        "crit_path_max_incr_delay_ps": 400,
        "worst_ep_arrival_time_ps": 970,
        "timing.critical_path.slowest_stage_cell": "sky130_fd_sc_hd__clkdlybuf4s50_1",
        "path_cells": "clkdlybuf4s50_1, mux2_4, buf_6",
        "critical_path.endpoint_type": "output pin",
        "crit_required_ps": 800,
        "worstSetupPathDepth": 3,
        "critPathKind": "primary input to output pin",
        "critPathBufInv": 2,
        "top_delay_family_on_crit_path": "buffers and inverters",
        "critical_path.max_fanout": 1,
    },
    "run": {
        "warning_count": 34,
        "maxCapViolations": 0,
    },
    "clock_network": {
        "hold_buffers": 0,
    },
    "power": {
        "totalPowerFinal_uw": 619,
        "power_density_nw_per_um2": 390,
        "total_leakage_power_uw": 0.000887,
        "power.ir.vdd_worst_mv": 0.161,
    },
    "hold_path": {
        "hold_class": "primary input to output pin",
        "min_path_cells": 3,
    },
}
[where the power goes]
group          internal [uW]  switching (uW)  leakage [uW]
registers                  0               0             0
logic                    487             132      0.000887
clock network              0               0             0
total                    487             132      0.000887
[synthesized netlist by cell type]
| master | n |
|---|---|
| sky130_fd_sc_hd__mux2_4 | 30 |
| sky130_fd_sc_hd__buf_6 | 1 |
| sky130_fd_sc_hd__buf_12 | 3 |
| sky130_fd_sc_hd__mux2_2 | 2 |
[final timing paths]
path | startpoint | endpoint | slack (ps)
setup / recovery | in1[27] | out[27] | -170
hold / removal | in2[18] | out[18] | 690
[worst min-delay path, delay by kind of cell]
family / cells / cell delay [ps]
multiplexers: 1 / 130
buffers and inverters: 2 / 160
[repair_timing]
item / CTS / global route
setup buffers: 5 / 0
endpoints found under the setup margin: 32 / 32
resized: 170 / 15
gates cloned: 1 / 0
[cell type report]
| type | instances | share of cell area [%] |
|---|---|---|
| Timing Repair Buffer | 105 | 66.1 |
| Multi-Input combinational cell | 32 | 30.3 |
| Tap cell | 46 | 3.63 |
[cell families (layout without fill, tap and decap cells)]
group	count (synthesis)	after routing
muxes	32	32
buffers and inverters	4	105
[metal layers]
layer  GRT usage, %  vias up  wire length (um)  part of all wire (%)
met4              0        0                 0                     0
met1           8.77      300              1020                    37
met2           13.6       51              1350                    50
met5              0        -                 0                     0
li1               -      339                 -                     -
met3           3.18        0               351                    13
[metrics by stage]
stage               instances  util (%)  setup TNS [ps]  hold slack (ps)
floorplan                  36         -               0              498
detailed placement        177      44.6          -15350             1360
global placement          177      44.6          -15300             1350
finish                    183      46.4           -3690              692
global route              183      46.4           -4370              713
CTS                       183      44.6           -3970              801
Power and IR drop assume default switching activity.
