--- ./config.mk ---
export PLATFORM = sky130hd
export DESIGN_NAME = Register_File
export DESIGN_NICKNAME = Register_File
export VERILOG_FILES = /design/flow/design.v
export SDC_FILE = /design/flow/constraint.sdc
export NUM_CORES = 4
export LEC_CHECK = 1
export CORE_UTILIZATION = 40
--- ./constraint.sdc ---
current_design Register_File

set clk_period 9.3
set clk_io_pct 0.2

create_clock -name clk0 -period $clk_period [get_ports {CLK}]

set non_clock_inputs [all_inputs -no_clocks]
set_input_delay [expr $clk_period * $clk_io_pct] -clock clk0 $non_clock_inputs
set_output_delay [expr $clk_period * $clk_io_pct] -clock clk0 [all_outputs]
--- ./design.v ---
module Register_File #
(
	parameter WIDTH = 32, 
	parameter DIPTH = 100, 
	parameter ADDR_BITS = 5
)
(
input	logic						CLK,
input	logic						RST,
input	logic	[ADDR_BITS-1:0]		A1,
input	logic	[ADDR_BITS-1:0]		A2,
input	logic	[ADDR_BITS-1:0]		A3,
input	logic	[WIDTH-1:0]			WD3,
input	logic						WE3,
output	logic	[WIDTH-1:0] 		RD1,
output	logic	[WIDTH-1:0] 		RD2
);
logic	[WIDTH-1:0] 	Reg_File	[DIPTH-1:0] ;
integer i ;
always @(posedge CLK or negedge RST)
 begin
	if (!RST)
	 begin
		for (i=0; i<DIPTH; i=i+1)
		 begin
			Reg_File[i] <= 'b0 ;
		 end
	 end
	else if (WE3)
	 begin
		Reg_File[A3] <= WD3 ;
	 end
 end
assign RD1 = Reg_File[A1] ;
assign RD2 = Reg_File[A2] ;
endmodule
--- ./run.sh ---
#!/bin/bash
# OpenROAD 26Q1-2900-gdf79404cd8, Yosys 0.63+post, stock flow scripts
make -C /OpenROAD-flow-scripts/flow DESIGN_CONFIG=/design/flow/config.mk WORK_HOME=/design/flow/orfs finish
==> out/results.ini <==
[critical_path]
cp-end-kind=output port
cp_data_arrival_time_ns=6.09
path_delay_family=simple AND/OR/NAND/NOR gates
critPathMaxFanout=20
critPathSlowestCell=nor2_1
path_buffers=4
critical_path_class=in -> out
cpPeakStageDelay_ns=1.09
cp-start-kind=input pin
r2r_slack_ns=8.38
crit_required_ns=7.44
cp_cell_sequence=buf_2 > buf_4 > or3_1 > nor2_1 > buf_4 > a21oi_1 > o21ai_0 > nor3_1 > a21oi_1 > clkdlybuf4s50_1

[clock_tree]
cts_tree=yes
path_clk_slew_ns=0.06
worstSkewPairLatency_ns=0.78
cts_root_buffer=clkbuf_16
htree_levels=3
cts_buffers=113
clockBufferDepth=3
cts_setup_buffers=0
clock_sinks=1024
cts_resized=0
holdBufCountCts=0

[global_route]
grt_overflow=0
top_usage_layer=met2
antenna_found_initial=27
grt_max_degree=117
use_met3_pct=30.3
grt_use_met1_pct=57.1
grtUsageTotal_pct=45.5
grt_pass1_wl_um=389000
grt_pass1_vias=45082
use_met2_pct=58.1

[routing]
drcViolationCount=0
drt-total-wl_um=288000
wl_per_cell_um=45.3
ant_nets=0
vias=46391
drtIter0Drc=6194
firstDrtPassIters=9
via_per_inst=7.30

[finish]
top_regs=Reg_File (1024)
final_cell_mix=1,038 x mux2_2, 1,024 x dfrtp_1, 702 x a22oi_1
layout_top_cell=mux2_2
area.growth.synth_to_final_pct=15.5
largest_reg_flops=1024
drive_above_1_share_pct=35.0
fin_cells=6355
top_register=Reg_File

[logic_synthesis]
ys.flop_type=dfrtp_1
ys_ff=1024
yosys_cells=4451
synth_cell_types=75
async_reset_ff_share_pct=100
synthCells=4451
top_area_share_pct=49.2
syn_area_per_cell_um2=11.7
ys_warn_count=2
synth_chip_area_um2=52000
top_cells_by_area=dfrtp_1 49%, mux2_2 22%, a22oi_1 10%
synth-edff-count=0
yosysSeqAreaShare_pct=49.2
yosys.area.top_type=dfrtp_1
syn-cell-area_um2=52000

[place]
place_inst=6127
numPortBuffers=113
dp_hpwl_um=182000
routabilityCongestion=1.10

[power]
power_density_nw_per_um2=216
power.leakage_uw=0.0258
ir_worst_vdd_uv=148

[worst_hold_path]
hp-class=reg -> reg

[floorplanning]
fp.coreArea_um2=128000
die_width_um=363
io_pins=114
dieArea_um2=132000
rows=131
die_h_um=363
fp_util_pct=40.5

[status]
status=finished, final reports clean

[final_timing]
setup_viol=0
hold_violations=0
slew-limit-headroom_pct=11.3
fmax_mhz=126
fin_crit_ns=7.95
worst_pin_slew_ns=1.33
clock_skew_ns=0
maxSlewViolCount=0
period_used_pct=85.5
rsz0062_at_grt=no
fin_tns_setup_ns=0

[flow_run]
cap_violations=0
warnings=41

path summary, 6_finish.rpt:
kind / start / endpoint / depth (start not counted)
max in group asynchronous: RST / Reg_File[16][6]$_DFFE_PN0P_ / 3
worst min-delay path: Reg_File[7][20]$_DFFE_PN0P_ / Reg_File[7][20]$_DFFE_PN0P_ / 1
worst min register to register: Reg_File[7][20]$_DFFE_PN0P_ / Reg_File[7][20]$_DFFE_PN0P_ / 1
min in group asynchronous: RST / Reg_File[26][29]$_DFFE_PN0P_ / 1
worst max register to register: Reg_File[18][1]$_DFFE_PN0P_ / Reg_File[18][1]$_DFFE_PN0P_ / 1
worst max-delay path: A1[1] / RD1[14] / 10
cells by family after synthesis:
| logic type | after synthesis | share of synthesized area [%] |
|---|---|---|
| compound gates | 1077 | 15.3 |
| buf+inv | 440 | 3.83 |
| simple gates | 795 | 7.59 |
| mux | 1115 | 24.0 |
| flops | 1024 | 49.2 |
synthesized netlist by cell type, types with 6 or more instances:
cell type,number
a222oi_1,27
a211oi_1,9
nor2b_1,17
dfrtp_1,1024
mux2i_1,66
o22ai_1,7
a32oi_1,21
o211ai_1,9
mux2_2,1038
nor4_1,31
o21ai_0,45
nor2_2,18
a31oi_1,22
a22o_1,48
and2_1,6
a32o_1,10
nand3b_1,13
o22a_1,7
nand4_1,101
a221o_1,7
a2111oi_0,11
clkbuf_1,193
a22oi_1,702
nand2_1,226
and3_1,15
nor3_1,71
nand2b_1,11
nand3_1,56
a21oi_1,98
buf_1,43
mux2_1,9
buf_2,166
buf_4,25
nor2_1,176
and4_1,7
a221oi_1,17
metal layers:
| layer | wire length, um | vias to the layer above |
|---|---|---|
| met4 | 23800 | 44 |
| met1 | 101000 | 23406 |
| met3 | 50200 | 1415 |
| li1 | - | 17206 |
| met2 | 112000 | 4320 |
| met5 | 562 | - |
metrics by stage:
| stage | power, uW | hold slack (ns) | util [%] | setup WS (ns) | instance area (um^2) |
|---|---|---|---|---|---|
| after floorplan | 7050 | 0.481 | - | 4.04 | 52000 |
| after global placement | 8140 | 0.491 | 43.8 | 1.75 | 56200 |
| after detailed placement | 8170 | 0.500 | 43.8 | 1.77 | 56200 |
| after CTS | 12900 | 0.513 | 46.8 | 1.75 | 60000 |
| after global routing | 13300 | 0.544 | 46.8 | 1.55 | 60000 |
| final | 13000 | 0.513 | 46.8 | 1.35 | 60100 |
where the power goes:
group          total (uW)  internal, uW  switching (uW)
registers            6250          5320             931
logic                1960          1000             958
clock network        4770          2820            1950
final cells by class:
class	count	area, um^2
Antenna cell	26	65.1
Clock buffer	166	3360
Clock inverter	36	517
Fill cell	11567	68200
Inverter	7	26.3
Multi-Input combinational cell	2987	25000
Sequential cell	1024	25600
Tap cell	1729	2160
Timing Repair Buffer	380	3360
Power is estimated from default activity; no workload was simulated.
