==> design.v <==
module Program_Counter #
(
    parameter WIDTH = 32
)
(
    input   logic               CLK,
    input   logic               RST,
    input   logic   [WIDTH-1:0] PC_in,
    output  logic   [WIDTH-1:0] PC
);
always @(posedge CLK or negedge RST) begin 
    if(!RST)
        PC <= 'b0;
    else 
        PC <= PC_in;
end
endmodule
==> run.sh <==
#!/bin/bash
# OpenROAD 26Q1-2900-gdf79404cd8, Yosys 0.63+post, stock flow scripts
make -C /OpenROAD-flow-scripts/flow DESIGN_CONFIG=/design/flow/config.mk WORK_HOME=/design/flow/orfs finish
==> config.mk <==
export PLATFORM = sky130hd
export DESIGN_NAME = Program_Counter
export DESIGN_NICKNAME = Program_Counter
export VERILOG_FILES = /design/flow/design.v
export SDC_FILE = /design/flow/constraint.sdc
export NUM_CORES = 4
export LEC_CHECK = 1
export CORE_AREA = 10 10 88 88
export DIE_AREA = 0 0 98 98
==> constraint.sdc <==
current_design Program_Counter

set clk_period 1.0
set clk_io_pct 0.2

create_clock -name clk0 -period $clk_period [get_ports {CLK}]

set non_clock_inputs [all_inputs -no_clocks]
set_input_delay [expr $clk_period * $clk_io_pct] -clock clk0 $non_clock_inputs
set_output_delay [expr $clk_period * $clk_io_pct] -clock clk0 [all_outputs]
==> flow_results.xml <==
<?xml version="1.0" encoding="UTF-8"?>
<metrics>
  <group name="status">
    <metric name="outcome" unit="">complete, but fails checks</metric>
    <metric name="failed_checks" unit="">hold timing</metric>
  </group>
  <group name="drt">
    <metric name="detailroute.via_count" unit="">534</metric>
    <metric name="detailedRoute.firstIterationViolations" unit="">3</metric>
    <metric name="antenna_cells" unit="">0</metric>
    <metric name="route.detailed.drc" unit="">0</metric>
    <metric name="drtPass1Iterations" unit="">2</metric>
    <metric name="finalWirelength" unit="um">2450</metric>
    <metric name="via_density" unit="">2.95</metric>
    <metric name="route.antenna.remaining_nets" unit="">0</metric>
    <metric name="routed_wire_length_per_instance" unit="um">13.5</metric>
  </group>
  <group name="power">
    <metric name="fin_total_pwr" unit="mW">2.59</metric>
    <metric name="power_per_cell_area" unit="mW/mm^2">1730</metric>
    <metric name="power.leakage" unit="nW">0.688</metric>
    <metric name="ir_worst_vdd" unit="mV">0.429</metric>
  </group>
  <group name="flow_run">
    <metric name="maxCapViolCount" unit="">0</metric>
    <metric name="openroad.warnings" unit="">29</metric>
  </group>
  <group name="critical_path">
    <metric name="cp_max_stage_delay" unit="ns">0.36</metric>
    <metric name="cell_by_cell_listing_of_the_critical_path" unit="">buf_2</metric>
    <metric name="crit_path_capture_type" unit="">output pin</metric>
    <metric name="worst_ep_required_time" unit="ns">0.80</metric>
    <metric name="worst_path_dominant_cell_family" unit="">flip-flops</metric>
    <metric name="cp_slowest_cell" unit="">dfrtp_1</metric>
    <metric name="path_max_fanout" unit="">1</metric>
    <metric name="critPathLaunchType" unit="">register</metric>
    <metric name="worstPathBufferInverterCount" unit="">1</metric>
    <metric name="critPathKind" unit="">reg -&gt; out</metric>
    <metric name="critical_path_cell_count" unit="">1</metric>
    <metric name="critical_path_arrival" unit="ns">0.75</metric>
  </group>
  <group name="final_timing">
    <metric name="share_of_the_clock_period_used_by_the_worst_path_after_layout" unit="%">94.9</metric>
    <metric name="hold_viol_final" unit="">32</metric>
    <metric name="slew_at_the_pin_closest_to_its_max_slew_limit" unit="ns">0.177</metric>
    <metric name="fin_hold_ws" unit="ns">-0.140</metric>
    <metric name="totalNegativeSetupSlack" unit="ns">0</metric>
    <metric name="rsz_0062_raised_after_global_routing" unit="">yes</metric>
    <metric name="max-slew-margin-rel" unit="%">88.2</metric>
    <metric name="finalMaxSlewViolations" unit="">0</metric>
    <metric name="fin_crit" unit="ns">0.949</metric>
    <metric name="achievable-frequency" unit="GHz">1.05</metric>
    <metric name="timing.final.setup_violations" unit="">0</metric>
  </group>
  <group name="synth">
    <metric name="yosys_area" unit="sq um">801</metric>
    <metric name="netlist_area" unit="sq um">801</metric>
    <metric name="synth_seq_share" unit="%">100</metric>
    <metric name="synth_area_per_cell" unit="sq um">25.0</metric>
    <metric name="synthDistinctLibCells" unit="">1</metric>
    <metric name="yosysWarnings" unit="">1</metric>
    <metric name="ys.flops" unit="">32</metric>
    <metric name="synth-cells-yosys" unit="">32</metric>
    <metric name="synth_cells" unit="">32</metric>
  </group>
  <group name="grt">
    <metric name="first_global_vias" unit="">605</metric>
    <metric name="gr-usage-all-layers" unit="%">5.00</metric>
    <metric name="grt_antenna_before_repair" unit="">0</metric>
    <metric name="grt_pass1_wl" unit="um">3760</metric>
    <metric name="grt_overflow_total" unit="">0</metric>
    <metric name="grt_max_degree" unit="">33</metric>
  </group>
  <group name="cts">
    <metric name="cts_buffer_depth" unit="">2</metric>
    <metric name="cts_root_buf" unit="">clkbuf_8</metric>
    <metric name="number_of_h_tree_levels" unit="">2</metric>
    <metric name="cts-buffers-inserted" unit="">5</metric>
    <metric name="clk_pin_slew_worst_paths" unit="ns">0.07</metric>
    <metric name="cts_tree" unit="">built</metric>
    <metric name="post_cts.repair.setup_buffers" unit="">0</metric>
    <metric name="clk_sink_count" unit="">32</metric>
  </group>
  <group name="floorplanning">
    <metric name="chipWidth" unit="um">98</metric>
    <metric name="num_rows" unit="">28</metric>
    <metric name="die_height" unit="um">98</metric>
    <metric name="io_pins" unit="">66</metric>
    <metric name="initial_core_util" unit="%">13.5</metric>
    <metric name="chipArea" unit="sq mm">0.00960</metric>
    <metric name="core" unit="sq mm">0.00592</metric>
  </group>
  <group name="worst_hold_path">
    <metric name="worst_hold_path_type" unit="">in -&gt; async</metric>
  </group>
  <group name="final_layout">
    <metric name="regMostFlops" unit="">PC</metric>
    <metric name="number_of_flip_flops_in_the_largest_register" unit="">32</metric>
    <metric name="comb_area" unit="sq um">0</metric>
    <metric name="reg_top3" unit="">PC x32</metric>
    <metric name="comb_cells" unit="">0</metric>
    <metric name="drive_above_1_share" unit="%">39.6</metric>
    <metric name="signed_area_change_from_the_synthesized_netlist_to_the_final_layout" unit="%">86.4</metric>
  </group>
  <group name="placement">
    <metric name="port-buffer-count" unit="">65</metric>
    <metric name="gp_congestion" unit="">0.782</metric>
  </group>
</metrics>
[kinds of logic after synthesis]
family / after synthesis / synth area share (%)
DFF: 32 / 100
[cell usage in the layout (no fill, tap or decap)]
cell type        count
buf_12               1
buf_2               32
clkbuf_2             1
clkbuf_8             6
clkdlybuf4s50_1     32
clkinv_2             2
dfrtp_1             32
[Yosys cell counts]
cell	n	share of area [%]
dfrtp_1	32	100
[through the flow]
stage / setup slack [ns] / instance area (sq um) / std cells / hold WS, ns / util [%]
after floorplan: 0.488 / 801 / 32 / -0.0956 / -
after global placement: 0.00684 / 1560 / 173 / 0.165 / 26.4
after detailed placement: 0.00859 / 1560 / 173 / 0.176 / 26.4
after CTS: -0.0490 / 1500 / 181 / -0.137 / 25.3
after global routing: -0.00323 / 1490 / 181 / -0.143 / 25.2
final: 0.0513 / 1490 / 181 / -0.140 / 25.2
[path summary, 6_finish.rpt]
check                           from     end  slack (ns)
setup / recovery              PC[19]  PC[19]        0.05
min in group clk0          PC_in[19]  PC[19]        0.35
hold / removal                   RST  PC[17]       -0.14
max in group asynchronous        RST  PC[22]        0.96
[report_power, final]
part	internal, mW	leakage [nW]	switching (mW)
registers	1.36	0.373	0.0126
clock network	0.548	0.0510	0.458
logic	0.158	0.265	0.0536
total	2.07	0.688	0.524
[per-layer routing]
metal  vias to the layer above  routed length [um]  part of all wire (%)  GRT usage (%)
met5                         -                   0                     0              0
met1                       248                 972                    40           5.91
met4                         0                  47                   1.9           1.34
li1                        241                   -                     -              -
met2                        43                1100                    45           7.31
met3                         2                 333                    14           3.34
[repair_timing]
action,in CTS,in global routing
setup endpoints to repair,32,3
endpoints found under the hold margin,32,32
gates resized,96,1
pin swaps,0,0
gates cloned,0,0
[final cells by class]
class                   count  area, sq um
fillers                   621         4430
flip-flops and latches     32          801
well taps                  75         93.8
clock inverters             2         10.0
clock buffers               6         82.6
repair buffers             66          505
Power is estimated from default activity; no workload was simulated.
